==> flow/run.sh <==
#!/bin/bash
# OpenROAD 26Q1-2900-gdf79404cd8, Yosys 0.63+post, stock flow scripts
make -C /OpenROAD-flow-scripts/flow DESIGN_CONFIG=/design/flow/config.mk WORK_HOME=/design/flow/orfs finish
==> flow/config.mk <==
export PLATFORM = sky130hd
export DESIGN_NAME = alu
export DESIGN_NICKNAME = alu
export VERILOG_FILES = /design/flow/design.v
export SDC_FILE = /design/flow/constraint.sdc
export NUM_CORES = 4
export LEC_CHECK = 1
export CORE_UTILIZATION = 30
==> flow/constraint.sdc <==
current_design alu

set clk_period 26.7
set clk_io_pct 0.2

create_clock -name clk0 -period $clk_period

set non_clock_inputs [all_inputs -no_clocks]
set_input_delay [expr $clk_period * $clk_io_pct] -clock clk0 $non_clock_inputs
set_output_delay [expr $clk_period * $clk_io_pct] -clock clk0 [all_outputs]
==> flow/design.v <==
`timescale 1ns / 1ps
module alu 
(
    input	[31:0]	operand0, 
	input	[31:0]	operand1, 
	input	[3:0]	control,
    output	[31:0]	result,
	output			zero,
	output			overflow
);
	assign result 	= alu_function(control, operand0, operand1);
	assign zero 	= (result == 0) ? 1'b1 : 1'b0;
	assign overflow = (operand0[31] == operand1[31]) && (result[31] != operand0[31]);
	function [31:0] alu_function;
		input [3:0] control;
        input [31:0] operand0;
        input [31:0] operand1;
		begin
			case (control)
				4'b0000: alu_function = operand0 & operand1;
				4'b0001: alu_function = operand0 | operand1;
				4'b0010: alu_function = operand0 ^ operand1;
				4'b0011: alu_function = operand0 ~| operand1;
				4'b0100: alu_function = operand0 + operand1;
				4'b0101: alu_function = $signed(operand0) + $signed(operand1);
				4'b0110: alu_function = operand0 - operand1;
				4'b0111: alu_function = $signed(operand0) - $signed(operand1);
				4'b1000: alu_function = operand0 < operand1;
				4'b1001: alu_function = operand0 << operand1;
				4'b1010: alu_function = operand0 >> operand1;
				4'b1011: alu_function = $signed(operand0) >>> operand1;
			endcase
		end
	endfunction
endmodule
==> Changelog: implementation <==
## Flow update

- Core ar.: roughly 46000 um^2
- Area Overhead vs Synth: 12.7%
- Post-CTS Setup Bufs: 0
- FMAX: roughly 0.056 GHz
- Yosys Chip Area: between 10000 and 15000 um^2
- Post-route clock period utilization: 0.665
- Tool warnings: 96
- # rows: a little under 80
- Worst slew pin tran: around 1100 ps
- Seq/Total Area, Yosys: 0
- Yosys top cell by area: mux4_2
- Setup Viol. Count Final: 0
- Slowest cell on crit path: nor4_1
- Arrival time worst endpoint: about 12000 ps
- Final HPWL DP: just over 70 mm
- CP endpoint kind: primary output
- RSZ-0062 raised after global routing: no
- Vias in the first global route: roughly 17000
- Worst EP required: ~21000 ps
- Flops: 0
- CTS resizes: 0
- Pin count of the biggest net entering global routing: roughly 56
- Synthesized area per cell: between 7 and 8 um^2
- Xor/xnor share of the synthesized area: 0.0391
- Fill count: around 5100
- Final Hold Viols: 0
- Sequential power share: 0
- Fp util: 0.304
- Worst vdd rail ir drop: about 0.016 mV
- Crit-path cells: clkdlybuf4s50_1 -> buf_4 -> nor3b_2 -> buf_4 -> and2_1 -> buf_4 -> a31oi_1 -> xnor2_1 -> ha_1 -> a21oi_1 -> a21boi_0 -> a311o_1 -> o41ai_1 -> xor2_1 -> nor2_1 -> o32a_1 -> nor4_1 -> nand4b_1 -> nor4_1 -> and4b_1 -> clkdlybuf4s50_1
- Global-route wire length before repair: 129 mm
- Final antenna-violating net count: 0
- Clock power share: 0
- Cell-internal power: about 140 uW
- Die X: ~220 um
- Drt total wl: ~90 mm
- Die Y: ~220 um
- Port Buffers: roughly 100
- GRT Resource Usage Total: 0.386
- CP max FO: approximately 43
- Max Cap Viol: 0
- Register area: 0 um^2
- Pwr per Cell Area: 24.3 nW/um^2
- Hold WC Path Type: in2out
- Wire per inst: ~35 um
- Initial DRC count: roughly 2000
- Leak pwr: about 0.0060 uW
- Yosys aoi share: 0.340
- Die area: 48000 um^2
- Startpoint types: primary input
- Hold buffers post-CTS: 0
- Crit path time final: 17760 ps
- Clk_buf instances: 0
- Comb power frac: 1.000
- Setup TNS: 0 ps
- Synthesized cell area: 14100 um^2
- Synth cell types: ~84
- Psw: 246 uW
- Vias: approximately 18000
- Yosys cell count: ~2000
- Area leader share: 0.118
- Comb. cell area: 13100 um^2
- Status: finished clean
- DR vias/cell: around 7
- Synth Area in Adders: 0.117
- Dominant combinational family: AND-OR/OR-AND gates
- # DRC: 0
- Diode count: 0
- Rel. slew slack: 0.268
- Final Slew Violations: 0
- And+or+nand+nor area frac: 0.230
- Max incr delay on CP: between 800 and 900 ps
- Synth top area cells: mux4_2 (12%), ha_1 (11%), mux2i_1 (6.1%)
- Cell mode on critical path: buf_4
- Total number of yosys warnings: 1
- Switching share of total power: 0.634
- Synth mux share: 0.196
- IO Count: between 100 and 150
- Antenna violations before repair: 9
- GRT overflow: 0
- CP Class: in2out
- Mapped Cells: 2001
- Layout cells sized above 1: 0.122
- Routability cong.: 1.09
- Post-Route Utilization: 0.343
- Count of TritonRoute iterations in the first routing pass: 6
==> final cells by class <==
class | count | share of cell area
well taps | 607 | 0.0477
repair buffers | 200 | 0.109
multi-input cells | 1728 | 0.821
inverters | 98 | 0.0231
==> layout by cell type (no fill, tap or decap), types with 31 or more instances in the layout <==
master / Yosys / routed
nor4_1: 33 / 31
nand2_1: 137 / 137
xnor2_1: 54 / 54
a21oi_1: 135 / 134
a31oi_1: 52 / 52
nor2b_1: 32 / 31
a211oi_1: 37 / 37
inv_1: 95 / 95
o21ai_0: 128 / 128
nand3_1: 54 / 54
nor2_1: 199 / 198
clkdlybuf4s50_1: 0 / 95
mux2i_1: 86 / 86
ha_1: 127 / 127
a221oi_1: 37 / 37
nor3_1: 55 / 55
buf_4: 6 / 101
mux4_2: 74 / 74
==> per-layer routing <==
layer  vias up  track usage  share of wire
li1       7805            -              -
met1      8861        0.537           0.42
met2      1132        0.553           0.42
met3       218        0.124           0.11
met4        24        0.157          0.050
met5         -            0         0.0017
==> power by group through the flow <==
stage / sequential (uW) / clock (uW) / combinational (uW)
6_report: 0 / 0 / 387
5_1_grt: 0 / 0 / 406
4_1_cts: 0 / 0 / 375
==> synthesized netlist by cell type, drive strengths merged, types with 16 or more instances <==
cell type / number
nand2: 137
a21o: 21
nor2: 201
o22ai: 24
a221oi: 37
inv: 97
nor4: 34
and2: 17
nand3: 54
nand4: 23
a21oi: 136
o21ai: 129
or2: 18
nor3: 55
and3: 16
mux4: 74
o211ai: 23
a41oi: 19
buf: 59
nor2b: 32
mux2: 22
mux2i: 86
ha: 127
a211oi: 37
o21a: 18
a31oi: 52
xnor2: 54
nand2b: 24
a2111oi: 17
clkbuf: 116
==> worst paths after layout <==
kind	end	depth (start not counted)	from
min	result[12]	5	control[2]
max	zero	21	control[3]
==> metrics by stage <==
step / setup WS (ps) / total power [uW] / instance area, um^2 / hold WS (ps) / cells
floorplan: 11240 / 220 / 14100 / 10920 / 2001
global placement: 9200 / 376 / 15900 / 11830 / 2633
detailed placement: 9240 / 372 / 15900 / 11840 / 2633
CTS: 9230 / 375 / 15900 / 11840 / 2633
global route: 8660 / 406 / 15900 / 11880 / 2633
finish: 8940 / 387 / 15900 / 11860 / 2633
==> cell families after synthesis <==
logic type / count (synthesis)
simple gates: 659
mux: 182
compound gates: 694
buf+inv: 273
fa+ha+maj: 130
xor+xnor: 63
==> worst max-delay path: cells and delay by family <==
kind / cells / cell delay (ps)
AND/OR/NAND/NOR: 7 / 2670
AND-OR/OR-AND: 6 / 1800
adder cells (fa/ha/maj): 1 / 370
buffers and inverters: 5 / 1820
XOR/XNOR: 2 / 330
Power figures rest on the tool's default switching activity, not on a simulated workload.
