$ cat design/flow/design.v
`timescale 1ns / 1ps
module register_file
(
	input					clk,
    input 		[4:0]		raddr0,
	input 		[4:0]		raddr1,
	input 		[4:0]		waddr,
	input		[31:0]		wdata,
	input 					wren,
    output 		[31:0] 		rdata0,
	output		[31:0]		rdata1
);
	reg [31:0] register_file[0:31];
	assign rdata0 = register_file[raddr0];
	assign rdata1 = register_file[raddr1];
	always @ (posedge clk)
	if (wren) begin
        register_file[waddr]=wdata;
	end
 endmodule  
$ cat design/flow/run.sh
#!/bin/bash
# OpenROAD 26Q1-2900-gdf79404cd8, Yosys 0.63+post, stock flow scripts
make -C /OpenROAD-flow-scripts/flow DESIGN_CONFIG=/design/flow/config.mk WORK_HOME=/design/flow/orfs finish
$ cat design/flow/config.mk
export PLATFORM = sky130hd
export DESIGN_NAME = register_file
export DESIGN_NICKNAME = register_file
export VERILOG_FILES = /design/flow/design.v
export SDC_FILE = /design/flow/constraint.sdc
export NUM_CORES = 4
export LEC_CHECK = 1
export CORE_UTILIZATION = 50
$ cat design/flow/constraint.sdc
current_design register_file

set clk_period 5.1
set clk_io_pct 0.2

create_clock -name clk0 -period $clk_period [get_ports {clk}]

set non_clock_inputs [all_inputs -no_clocks]
set_input_delay [expr $clk_period * $clk_io_pct] -clock clk0 $non_clock_inputs
set_output_delay [expr $clk_period * $clk_io_pct] -clock clk0 [all_outputs]
==> impl_metrics.csv <==
group,metric,value,unit
yosys,synth_sequential_area_ratio,63.0,%
sta,max-slew-margin-rel,32.8,%
sta,totalNegativeSetupSlack,0,ns
hold_path,min-delay-path-class,"in -> reg",
power,static-leakage-power,20.9,nW
yosys,synth-main-ff-cell,"sky130_fd_sc_hd__edfxtp_1",
clock_tree,tritoncts.num_buffers,111,
setup_path,timing.setup.critical_path_class,"in -> out",
global_routing,grtUsageTotal,35.0,%
clock_tree,clockBufferDepth,3,
run_status,run_status,"finished clean",
global_routing,grt_pass1_vias,33100,
global_routing,grt_max_degree,55,
detailed_routing,detail-route-antenna-nets,0,
clock_tree,number_of_h_tree_branching_levels,3,
global_routing,grt_use_met3,21.7,%
cells_and_area,finish.cell_count_without_fillers,4944,
setup_path,worst_ep_arrival_time,3.92,ns
yosys,post_synthesis_register_bit_count,1024,
yosys,synth_warnings,1,
placed_design,detailedPlacementHpwl,92.8,mm
clock_tree,cts_setup_buffers,0,
detailed_routing,wl_per_cell,31.7,µm
sta,worst_slew_pin_slew,1.01,ns
setup_path,setup.worst_path.start_class,"input port",
placed_design,dp_worst_setup_slack,0.244,ns
flow_run,tool_warnings,26,
clock_tree,clock_tree_from_tritoncts,"yes",
global_routing,global_route_met1_utilization,47.2,%
placed_design,numPlacedInstances,4735,
die,placement_rows,114,
global_routing,grt.busiest_layer,"met2",
global_routing,grt_pass1_wl,225,mm
sta,timing.final.setup_violations,0,
flow_run,cap_viol_max_count,0,
die,pin_count,113,
sta,crit_path_time_final,4.94,ns
yosys,synth_async_sr_flop_share,0,%
yosys,netlist_area,48800,µm²
die,die_w,314,µm
detailed_routing,diodes,0,
sta,max_clock_freq,203,MHz
placed_design,gp_routability_congestion,0.936,
cells_and_area,number_of_flip_flops_under_the_largest_register_name,1024,
global_routing,antenna_found_initial,2,
detailed_routing,detail_route.drc_violations,0,
sta,fin_crit_sh,96.8,%
setup_path,crit_path_end_kind,"output pin",
power,ir_worst_vdd,238,µV
clock_tree,cts.root.buffer_cell,"sky130_fd_sc_hd__clkbuf_16",
die,core-area,96700,µm²
yosys,top_cells_by_area,"sky130_fd_sc_hd__edfxtp_1, sky130_fd_sc_hd__mux2i_1, sky130_fd_sc_hd__a22oi_1",
power,power-per-cell-area,341,nW/µm²
detailed_routing,totalWireLength,157,mm
clock_tree,cts.sinks,1024,
clock_tree,holdBufCountCts,0,
sta,grt_setup_unrepaired,"no",
placed_design,placement.io_buffers,112,
cells_and_area,num-fill-cells,7128,
die,chip_area,98800,µm²
yosys,avgSynthCellArea,14.4,µm²
yosys,syn-instance-count,3386,
power,total_power,0.0192,W
detailed_routing,vias_per_cell,6.43,
sta,fin_ws,0.163,ns
yosys,synth_top_cell_by_area,"sky130_fd_sc_hd__edfxtp_1",
global_routing,grt-ovfl-total,0,
yosys,synth_cell_types,23,
yosys,yosysCellCount,3386,
yosys,post-synth-top-area-fraction,63.0,%
cells_and_area,final_layout_size_suffix_gt1_share,11.6,%
die,floorplan.core_util,50.5,%
detailed_routing,detail_route.first_pass.iterations,5,
die,die_y,314,µm
detailed_routing,vias,31800,
yosys,enable_flop_cells,1024,
detailed_routing,drt_first_iter_violations,2545,
cells_and_area,flow.area_growth_from_synthesis,15.3,%
clock_tree,ctsResizeCount,0,
clock_tree,cts.reportedPaths.clkPinSlew,0.06,ns
setup_path,critical_path.max_fanout,24,
setup_path,critical_path_required,4.08,ns
global_routing,global_route.usage.met2,49.3,%
yosys,yosys_chip_area,48800,µm²
yosys,synthTopCellsByCount,"sky130_fd_sc_hd__edfxtp_1, sky130_fd_sc_hd__mux2i_1, sky130_fd_sc_hd__nand2_1, sky130_fd_sc_hd__nand3_1",
sta,timing.final.max_slew_violations,0,
sta,count_of_final_hold_check_violations,0,
[per-stage QoR]
step / hold WS, ns / area [µm²] / util (%)
after global routing: 1.15 / 56200 / 58.2
after CTS: 1.10 / 56200 / 58.2
after floorplan: 1.12 / 48800 / -
final: 1.14 / 56200 / 58.2
after global placement: 1.85 / 52700 / 54.4
after detailed placement: 1.85 / 52700 / 54.4
[cell families after synthesis]
family | share of synthesized area (%)
AOI/OAI and AO/OA | 8.04
buffers and inverters | 3.21
DFF | 63.0
muxes | 21.0
and+or+nand+nor | 4.71
[layout make-up]
type | instances | area (µm²) | share of cell area, %
Sequential cell | 1024 | 30700 | 54.7
Multi-Input combinational cell | 2109 | 16800 | 29.8
Timing Repair Buffer | 326 | 3530 | 6.27
Clock buffer | 134 | 2890 | 5.13
Tap cell | 1276 | 1600 | 2.84
Clock inverter | 75 | 712 | 1.27
[placed cells by master, fill, tap and decap left out, drive strengths merged, types with 35 or more instances in the layout]
master and instances:
nand2 195, buf 216, a22oi 192, a21oi 192, clkbuf 134, a22o 128
nand3 194, edfxtp 1024, clkinv 57, mux2i 1024, nor2 35, a31oi 64
clkdlybuf4s50 110, nor3 64
[critical path: stages]
cell                              delay (ns)
sky130_fd_sc_hd__clkdlybuf4s50_1        0.63
sky130_fd_sc_hd__nor2b_4                0.53
sky130_fd_sc_hd__buf_4                  0.48
sky130_fd_sc_hd__buf_4                  0.28
sky130_fd_sc_hd__a21oi_1                0.08
sky130_fd_sc_hd__a31oi_1                0.20
sky130_fd_sc_hd__nand3_1                0.19
sky130_fd_sc_hd__clkdlybuf4s50_1        0.46
[metal layers]
layer / part of all wire, % / vias up
met5: 0.10 / -
met4: 4.3 / 8
met3: 15 / 382
met2: 45 / 2091
met1: 35 / 15500
li1: - / 13800
[worst paths after layout]
kind                      start                    end  slack [ns]  cells after the start
worst max-delay path  raddr1[0]             rdata1[17]        0.16                      8
worst min-delay path  wdata[26]  register_file[20][26]        1.14                      2
[power by group]
group | total (W) | internal, W | switching [W]
combinational | 0.00183 | 0.000725 | 0.00111
clock | 0.00794 | 0.00462 | 0.00332
sequential | 0.00941 | 0.00937 | 0.0000419
total | 0.0192 | 0.0147 | 0.00447
Power figures rest on the tool's default switching activity, not on a simulated workload.
